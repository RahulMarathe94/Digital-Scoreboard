--- flow/design.v ---
module clk_divider
#(
	parameter		CLK_INPUT_FREQ_HZ = 32'd100_000_000,		 
	parameter		TICK_OUT_FREQ_HZ = 32'd100_000,				 
	parameter		SIMULATE = 0								 
)
(
	input wire		clk,										 
	input wire		reset,										 
	output reg		tick_out									 
);
localparam	[31:0]		CLK_COUNTS = CLK_INPUT_FREQ_HZ / TICK_OUT_FREQ_HZ;		 
localparam	[31:0]		clk_top_count = SIMULATE ? 32'd5 : (CLK_COUNTS - 1);	 
reg			[31:0]		clk_div_counter;										 
always @(posedge clk) begin
	if (reset)  begin
		clk_div_counter <= 32'd0;
		tick_out <= 1'b0;
	end  
	else if (clk_div_counter == clk_top_count) begin
		clk_div_counter <= 32'd0;
		tick_out <= 1'b1;
	end  
	else begin
		clk_div_counter <= clk_div_counter + 32'd1;
		tick_out <= 1'b0;
	end  
end  
endmodule
--- flow/constraint.sdc ---
current_design clk_divider

set clk_period 4.9
set clk_io_pct 0.2

create_clock -name clk0 -period $clk_period [get_ports {clk}]

set non_clock_inputs [all_inputs -no_clocks]
set_input_delay [expr $clk_period * $clk_io_pct] -clock clk0 $non_clock_inputs
set_output_delay [expr $clk_period * $clk_io_pct] -clock clk0 [all_outputs]
--- flow/run.sh ---
#!/bin/bash
# OpenROAD 26Q1-2900-gdf79404cd8, Yosys 0.63+post, stock flow scripts
make -C /OpenROAD-flow-scripts/flow DESIGN_CONFIG=/design/flow/config.mk WORK_HOME=/design/flow/orfs finish
--- flow/config.mk ---
export PLATFORM = sky130hd
export DESIGN_NAME = clk_divider
export DESIGN_NICKNAME = clk_divider
export VERILOG_FILES = /design/flow/design.v
export SDC_FILE = /design/flow/constraint.sdc
export NUM_CORES = 4
export LEC_CHECK = 1
export CORE_UTILIZATION = 30
==> impl_metrics.json <==
{
  "design_area_um2": 1750,
  "avgRoutedWirePerCell_um": 12.4,
  "hold_path_class": "flip-flop to flip-flop",
  "critical_path.endpoint_type": "flip-flop",
  "r2r_end": "clk_div_counter[27]",
  "track_usage": 0.126,
  "fin_crit_ns": 2.08,
  "die_x_um": 75.0,
  "path_class": "flip-flop to flip-flop",
  "num-fill-cells": 531,
  "overflow": 0,
  "holdPathEnd": "clk_div_counter[31]",
  "cp_data_arrival_time_ns": 2.29,
  "dp_hpwl_um": 2080,
  "rows": 26,
  "area_leaders": "dfxtp_1 41%, o31ai_1 7.0%, or4_1 7.0%, a21oi_1 5.3%, xor2_1 4.4%",
  "cts-htree-levels": 2,
  "yosysTopAreaCellShare": 0.413,
  "hold_violations": 0,
  "tns_ns": 0,
  "worst_pin_slew_ns": 0.635,
  "core_um2": 5110,
  "postCtsHoldBufs": 0,
  "final-comb-area_um2": 868,
  "clk_pin_slew_worst_paths_ns": 0.06,
  "reg2regPathDepth": 4,
  "critPathMaxFanout": 17,
  "timing.rr.start": "clk_div_counter[2]",
  "cp_data_required_time_ns": 5.11,
  "drv_cap": 0,
  "cts_setup_buffers": 0,
  "final_common_cell": "dfxtp_1",
  "grt_antenna_before_repair": 0,
  "clockBufferDepth": 2,
  "placed_area_um2": 1660,
  "fp-utilization": 0.313,
  "post_drt_via_cell_ratio": 5.18,
  "leakagePower_nw": 0.498,
  "numCtsBuffers": 5,
  "period_used_share": 0.425,
  "gp_congestion": 0.794,
  "ios": 3,
  "grt_max_degree": 33,
  "remaining_drc_errors": 0,
  "regArea_um2": 661,
  "start_kind": "flip-flop",
  "die_area_um2": 5630,
  "yosys_warnings": 1,
  "insertedDiodeCount": 0,
  "vias": 1310,
  "synth_cell_type_count": 26,
  "largest_area_cell": "dfxtp_1",
  "routed_wl_um": 3130,
  "setup_viol": 0,
  "io_buffer_count": 2,
  "slew_headroom": 0.576,
  "log.warning_count": 26,
  "numSynthFlops": 33,
  "whs_path_depth": 2,
  "clock_sinks": 33,
  "synth_seq_share": 0.413,
  "worst_skew_pair.late_latency_ns": 0.28,
  "drt_iter0_drc": 71,
  "drt_first_pass_iters": 4,
  "syn_inst": 185,
  "cts_resized": 0,
  "fin_skew_ns": 0.00157,
  "root_buffer": "clkbuf_8",
  "die_height_um": 75.0,
  "yosys_area_um2": 1600,
  "ir_drop_mv": 0.129,
  "drive_above_1_share": 0.0546,
  "netlist_area_um2": 1600,
  "r2r_slack_ns": 2.82,
  "ant_nets": 0,
  "maxSlewViolCount": 0,
  "grt_pass1_vias": 1171,
  "cts_tree": "built",
  "fmax_mhz": 480,
  "synth.avg_cell_area_um2": 8.65,
  "final_layout_top_logic_cells": "33 x dfxtp_1, 17 x a21oi_1, 15 x o31ai_1, 15 x or4_1, 15 x nor2_1",
  "powerDensity_nw_per_um2": 278,
  "rsz0062_at_grt": "false",
  "grt_pass1_wl_um": 5400,
  "yosys_cells": 185,
  "syn_to_final_growth_pct": 9.07,
  "hold_start": "clk_div_counter[31]",
  "status": "complete, no violations"
}
metrics by stage:
step                utilization  setup WS (ns)  power, mW  hold slack [ns]  cells
detailed placement        0.325           2.76      0.290            0.473    246
floorplan                     -           2.95      0.286            0.452    185
global route              0.342           2.59      0.509            0.531    253
CTS                       0.342           2.80      0.494            0.487    253
global placement          0.325           2.79      0.290            0.469    246
finish                    0.342           2.82      0.485            0.492    253
area by class of cell:
cell class / instances / share of cell area
Multi-Input combinational cell: 136 / 0.497
Clock buffer: 7 / 0.0495
Tap cell: 70 / 0.0502
Inverter: 4 / 0.00860
Sequential cell: 33 / 0.378
Timing Repair Buffer: 3 / 0.0158
Yosys cell counts, drive strengths merged:
cell / instances
and3: 1
nor3: 2
inv: 4
clkbuf: 10
nor4b: 2
or4: 16
nand2: 9
nor4: 6
xnor2: 5
nand3: 12
and4: 5
dfxtp: 33
nand4: 11
buf: 2
o21bai: 1
o21ai: 2
ha: 2
o31ai: 15
nor2: 15
or3: 3
and2: 3
nor4bb: 1
xor2: 8
a21oi: 17
metal layers:
| metal | up-vias | global-route usage | part of all wire |
|---|---|---|---|
| met5 | - | 0 | 0 |
| met4 | 0 | 0.0210 | 0.018 |
| met3 | 8 | 0.0299 | 0.026 |
| met2 | 7 | 0.197 | 0.42 |
| met1 | 600 | 0.184 | 0.53 |
| li1 | 695 | - | - |
flip-flops by register name, indices dropped and copies added (netlist names):
| name | cells |
|---|---|
| tick_out | 1 |
| clk_div_counter | 32 |
worst max-delay path by stage:
stage / startpoint / endpoint / slack, ns / cells after the start
after CTS: clk_div_counter[0] / clk_div_counter[26] / 2.80 / 5
final: clk_div_counter[2] / clk_div_counter[27] / 2.82 / 4
after global routing: clk_div_counter[5] / clk_div_counter[27] / 2.59 / 4
power breakdown:
group / switching (mW) / internal, mW / total (mW) / leakage, nW
Combinational: 0.00653 / 0.00418 / 0.0107 / 0.188
Sequential: 0.00298 / 0.270 / 0.273 / 0.266
Clock: 0.0897 / 0.111 / 0.201 / 0.0443
Total: 0.0992 / 0.386 / 0.485 / 0.498
cells by family (layout without fill, tap and decap cells):
logic type	count (synthesis)	in the layout	synth area share
flops	33	33	0.413
simple gates	86	86	0.319
xor+xnor	13	13	0.0711
buf+inv	16	14	0.0469
fa+ha+maj	2	2	0.0156
compound gates	35	35	0.134
worst max-delay path, stage by stage, from the launching register on:
cell and delay [ns]:
dfxtp_1 0.46, and4_1 0.29, nand3_1 0.47, or4_1 0.64
a21oi_1 0.15
Power is estimated from default activity; no workload was simulated.

## /design/flow/design.v

```verilog
module input_logic
(
	input				btnA_in, btnB_in, btnC_in,				 
	input				clk, reset,								 
	output				btnA_out, btnB_out, btnC_out			 
);
reg	btnA_sync, btnA_d, btnA_dd;			 
reg	btnB_sync, btnB_d, btnB_dd;			 
reg	btnC_sync, btnC_d, btnC_dd;			 
always @(posedge clk or posedge reset) begin
	if (reset) begin
		{btnA_sync, btnA_d} <= 2'b00;
		{btnB_sync, btnB_d} <= 2'b00;
		{btnC_sync, btnC_d} <= 2'b00;
	end
	else begin
		{btnA_sync, btnA_d} <= {btnA_d, btnA_in};
		{btnB_sync, btnB_d} <= {btnB_d, btnB_in};		
		{btnC_sync, btnC_d} <= {btnC_d, btnC_in};
	end
end  
always @(posedge clk or posedge reset) begin
	if (reset) begin
		btnA_dd <= 1'b0;
		btnB_dd <= 1'b0;
		btnC_dd <= 1'b0;
	end
	else begin
		btnA_dd <= btnA_sync;
		btnB_dd <= btnB_sync;
		btnC_dd <= btnC_sync;
	end
end  
assign btnA_out = btnA_sync & ~btnA_dd;
assign btnB_out = btnB_sync & ~btnB_dd;
assign btnC_out = btnC_sync & ~btnC_dd;
endmodule
```

## /design/flow/run.sh

```bash
#!/bin/bash
# OpenROAD 26Q1-2900-gdf79404cd8, Yosys 0.63+post, stock flow scripts
make -C /OpenROAD-flow-scripts/flow DESIGN_CONFIG=/design/flow/config.mk WORK_HOME=/design/flow/orfs finish
```

## /design/flow/config.mk

```make
export PLATFORM = sky130hd
export DESIGN_NAME = input_logic
export DESIGN_NICKNAME = input_logic
export VERILOG_FILES = /design/flow/design.v
export SDC_FILE = /design/flow/constraint.sdc
export NUM_CORES = 4
export LEC_CHECK = 1
export CORE_AREA = 10 10 70 70
export DIE_AREA = 0 0 80 80
```

## /design/flow/constraint.sdc

```tcl
current_design input_logic

set clk_period 1.2
set clk_io_pct 0.2

create_clock -name clk0 -period $clk_period [get_ports {clk}]

set non_clock_inputs [all_inputs -no_clocks]
set_input_delay [expr $clk_period * $clk_io_pct] -clock clk0 $non_clock_inputs
set_output_delay [expr $clk_period * $clk_io_pct] -clock clk0 [all_outputs]
```

==> qor.yml <==
grt_max_degree: 10
drc: 0
syn_area_per_cell_sq_um: 20.8
drtAntennaViolNets: 0
vias: 121
ys.warnings.count: 1
coreArea_sq_um: 3420
worstHoldPathType: "in2async"
hold_buffers: 0
p_per_area_nw_per_um2: 1400
cp.arrival_ns: 0.85
grtUsageTotal_pct: 1.26
drive_gt1_share_pct: 40.0
warnings: 25
setup_viol: 0
htree_num_levels: 1
yosysChipArea_sq_um: 270
hold_viol_final: 0
gr-total-overflow: 0
status: "finished, final reports clean"
grt_setup_unrepaired: "false"
leakage_nw: 0.181
cts_root_buf: "clkbuf_4"
drtIter0Drc: 0
post-route-period-util_pct: 91.2
timing.fmax_ghz: 0.913
clk_latency_ns: 0.26
die_h_microns: 80
tritoncts: "built"
clock_sinks: 9
synth_cell_types: 3
placed_cells: 66
dieArea_sq_um: 6400
fin_setup_tns_ns: 0
drv_cap: 0
crit_path_start_kind: "flip-flop"
clk_path_buf_depth: 2
place.port_buffers: 7
ir_worst_vdd_mv: 0.535
place_area_sq_um: 398
finalCriticalPeriod_ns: 1.09
grt_pass1_vias: 141
postSynthSeqShare_pct: 83.3
synth_cells: 13
whs_ns: 0.223
dr.pass1.iters: 1
ios: 8
critical_path.startpoint: "btnB_sync"
clk_pin_slew_worst_paths_ns: 0.06
antenna_cells: 0
cts_buffers: 3
ys_seq_elements: 9
fp_util_pct: 7.91
post_drt_wl_per_cell_microns: 5.58
netlist_area_sq_um: 270
reg2reg_from: "btnA_sync"
dieWidth_microns: 80
final_cell_count_no_fill: 71
tightest_slew_ns: 0.307
synthToLayoutAreaGrowth_pct: 54.2
wl_microns: 396
skew_ns: 0.00497
cp_max_fo: 2
required_ns: 0.96
ys_cells: 13
fin_area_sq_um: 417
routabilityCongestion: 0.620
criticalPathCategory: "reg2out"
grt_pass1_wl_microns: 572
vias_per_cell: 1.70
antenna_found_initial: 0
row_count: 21
slew_viol_final: 0
timing.slew.headroom_pct: 79.5
end_kind: "primary output"
[logic make-up (layout without fill, tap and decap cells)]
family                 Yosys count  in the layout  synth area share (%)
buffers and inverters            1             13                  1.39
and+or+nand+nor                  3              3                  15.3
DFF                              9              9                  83.3
[worst max-delay path, stage by stage (launching register included)]
cell and delay [ns]:
dfrtp_1 0.38, nor2b_4 0.13, clkbuf_2 0.09
[per-layer routing]
metal / wire, microns / global-route usage, % / vias to the layer above
met1: 210 / 1.56 / 51
li1: - / - / 62
met2: 146 / 1.36 / 8
met3: 40 / 1.36 / 0
met5: 0 / 0 / -
met4: 0 / 0.352 / 0
[stage by stage]
step	util [%]	setup slack [ns]	power, mW
after floorplan	-	0.503	0.343
after global placement	11.6	-0.00394	0.369
after detailed placement	11.6	-0.00137	0.370
after CTS	12.6	0.00440	0.602
after global routing	12.2	0.0578	0.617
final	12.2	0.105	0.584
[cell usage in the layout, fill, tap and decap left out]
master	n
clkbuf_4	3
buf_4	1
dfrtp_1	9
inv_1	1
nor2b_4	3
clkbuf_1	1
clkbuf_2	3
clkdlybuf4s50_1	4
[where the power goes]
group	internal [mW]	leakage, nW	switching (mW)	total (mW)
Sequential	0.319	0.105	0.00771	0.327
Clock	0.128	0.0150	0.0964	0.224
Combinational	0.0243	0.0608	0.00922	0.0335
[flip-flops by register name, indices dropped and copies added (netlist names)]
signal and cells:
btnA_d 1, btnA_dd 1, btnA_sync 1, btnB_d 1, btnB_dd 1, btnB_sync 1, btnC_d 1, btnC_dd 1
btnC_sync 1
[worst paths after layout]
check / endpoint / slack (ns) / depth (start not counted)
hold reg to reg: btnA_sync / 0.34 / 0
setup reg to reg: btnA_dd / 0.59 / 1
max in group asynchronous: btnC_sync / 0.74 / 2
hold / removal: btnB_sync / 0.22 / 2
min in group clk0: btnA_sync / 0.34 / 0
setup / recovery: btnB_out / 0.11 / 2
[area by class of cell]
| type | instances | area [sq um] |
|---|---|---|
| clock buffers | 4 | 26.3 |
| fillers | 398 | 3000 |
| inverters | 1 | 3.75 |
| multi-input cells | 3 | 41.3 |
| flip-flops and latches | 9 | 225 |
| well taps | 46 | 57.6 |
| repair buffers | 8 | 62.6 |
[cells in the mapped netlist]
cell     instances  area [sq um]
dfrtp_1          9           225
inv_1            1          3.75
nor2b_4          3          41.3
[repair_timing]
| action | in CTS | in global routing |
|---|---|---|
| setup buffers | 1 | 0 |
| gates cloned | 0 | 0 |
| gates resized | 6 | 3 |
| setup endpoints to repair | 3 | 3 |
| pin swaps | 0 | 0 |
Power and IR drop assume default switching activity.
